**./run.sh**
```bash
#!/bin/bash
# OpenROAD 26Q1-2900-gdf79404cd8, Yosys 0.63+post, stock flow scripts
make -C /OpenROAD-flow-scripts/flow DESIGN_CONFIG=/design/flow/config.mk WORK_HOME=/design/flow/orfs finish
```
**./config.mk**
```make
export PLATFORM = sky130hd
export DESIGN_NAME = uart_sampler
export DESIGN_NICKNAME = uart_sampler
export VERILOG_FILES = /design/flow/design.v
export SDC_FILE = /design/flow/constraint.sdc
export NUM_CORES = 4
export LEC_CHECK = 1
export CORE_AREA = 10 10 87 87
export DIE_AREA = 0 0 97 97
```
**./constraint.sdc**
```tcl
current_design uart_sampler

set clk_period 3.2
set clk_io_pct 0.2

create_clock -name clk0 -period $clk_period [get_ports {clk_25mhz}]

set non_clock_inputs [all_inputs -no_clocks]
set_input_delay [expr $clk_period * $clk_io_pct] -clock clk0 $non_clock_inputs
set_output_delay [expr $clk_period * $clk_io_pct] -clock clk0 [all_outputs]
```
**./design.v**
```verilog
module baud_rate_generator (
    input  wire clk,
    input  wire reset,
    output wire baud_tick
);
    parameter CLK_FREQ = 25_000_000;
    parameter BAUD_RATE = 115_200;
    parameter ACC_WIDTH = 16;
    localparam BAUD_GENERATOR_INC = (BAUD_RATE << ACC_WIDTH) / CLK_FREQ;
    reg [ACC_WIDTH-1:0] accumulator;
    always @(posedge clk or posedge reset) begin
        if (reset) accumulator <= 0;
        else accumulator <= accumulator + BAUD_GENERATOR_INC;
    end
    assign baud_tick = accumulator[ACC_WIDTH-1];
endmodule
module sipo_register (
    input wire clk,        
    input wire reset,
    input wire serial_in,
    output wire [3:0] parallel_out_last_4_bits,
    output wire [7:0] parallel_out_full
);
    reg [7:0] shift_reg;
    always @(posedge clk) begin
        if (reset) shift_reg <= 8'b0;
        else shift_reg <= {shift_reg[6:0], serial_in};
    end
    assign parallel_out_last_4_bits = shift_reg[3:0];
    assign parallel_out_full = shift_reg;
endmodule
module uart_sampler (
    input wire clk_25mhz,
    input wire reset,
    input wire rx_data,
    output wire [3:0] last_4_bits,
    output wire sample_tick
);
    baud_rate_generator baud_gen (
        .clk(clk_25mhz),
        .reset(reset),
        .baud_tick(sample_tick)
    );
    sipo_register sipo_reg (
        .clk(sample_tick),
        .reset(reset),
        .serial_in(rx_data),
        .parallel_out_last_4_bits(last_4_bits),
        .parallel_out_full()
    );
endmodule
```
==> notes.md <==
Implementation results are summarized by area below.

Status
The flow ran to the end, and the final reports show no timing, DRC or antenna violations.

STA
The end-of-flow timing check tallies setup violations at 0. The clock arrives with 0.00309 ns of skew. The highest achievable clock rate is 0.555 GHz. OpenROAD reports that the post-layout worst path occupies 56.3% of the period. The transition time recorded at the tightest slew-check pin is 0.585 ns. The total count of max-transition violations in the final report is 0. The number of register pins that no clock reaches is 4. Setup repair after global routing left no endpoint under its margin.

8 endpoints have no timing constraint. For the final routed database, the setup TNS stands at 0 ns. Setup slack on the critical path of the routed design comes to 1.40 ns.

Endpoints failing hold in the final report were tallied at 0. The worst hold-check slack is around 0.47 ns. The worst slew margin relative to its limit is 61.0%. The minimum period implied by the final worst setup slack is 1.80 ns.

GRT
The number of global-route vias before repair is approximately 500. The number of antenna violations at the first check in global routing is 0. For this run, the total global-route usage over all layers was measured as 2.78%. The sum of overflow across all layers after global routing is 0. The global-route wire length before repair is 2300 um. The largest net degree at the start of global routing is 17.

Final layout
The flip-flop count of the largest register after layout is 16. The highest-count logic cell in the final layout is sky130_fd_sc_hd__dfrtp_1. The fraction of final layout cells with drive strength greater than 1 is under 10%. The count of cells in the finished layout, fillers not included, comes to roughly 150. The area growth from synthesis to layout is 24.6%. The top cell types in the final layout, fill and taps aside, are 16 x sky130_fd_sc_hd__dfrtp_1, 8 x sky130_fd_sc_hd__nor2_1, 7 x sky130_fd_sc_hd__xor2_1, 7 x sky130_fd_sc_hd__clkdlybuf4s50_1.

Floorplanning
The row count is 27. The core region is 5640 um2. The starting utilization of the core area is ~14%.

The overall die size recorded for this design is 9410 um2. According to the floorplan report, the die height is 97 um. The number of I/O pins is 8. The die is 97 um wide.

Synthesis
Yosys printed 2 warnings. Once synthesis finished, the tally of register bits stood at 20. By area the synthesized netlist is led by sky130_fd_sc_hd__dfrtp_1 50%, sky130_fd_sc_hd__dfxtp_1 10%, sky130_fd_sc_hd__xor2_1 7.7%, sky130_fd_sc_hd__xnor2_1 5.5%, sky130_fd_sc_hd__nor2_1 3.8%.

The number of standard cells after synthesis is 69. For this design, Yosys synthesis ends with a cell count of between 60 and 70. The synthesized netlist has a Yosys-reported chip area of 797 um2. The post-synth design cell area is 797 um2. The mean area per synthesized cell is approximately 12 um2. For this run, the register share of the synthesized area comes to around three fifths.

The biggest area contributor in the post-synthesis netlist is sky130_fd_sc_hd__dfrtp_1. Yosys reports that the leading cell type by area covers approximately half of the netlist area. Per the synthesis report, the number of distinct cell types is 21.

Setup path
Looking at the critical path, the single cell with the biggest stage delay is sky130_fd_sc_hd__clkdlybuf4s50_1. The data required time of the critical path is 2.56 ns. The startpoint-to-endpoint class of the critical path is flop to primary output.

STA classifies the critical path startpoint as a flop. Among cell families on the critical path, the largest total delay comes from buffers and inverters. The data arrival time of the critical path is approximately 1.2 ns.

The endpoint class of the critical path is a primary output. The number of buffers and inverters on the critical path is 1. The maximum fanout count along the critical path is 6. Per STA, the worst path is made up of clkdlybuf4s50_1. The largest incremental delay on the critical path is 0.50 ns.

Placement
Routability-driven placement finished with a final weighted congestion of 0.738. Once placement completed, the tool counted placed cells totaling 147. The setup slack at placement is 1.61 ns. Input and output buffers added on the ports amount to 7. Detailed placement ended at an HPWL of ~900 um.

Pwr
The leakage component of the power was reported as about 0.39 nW. The peak supply drop is 0.125 mV. The power density over cell area is 355 nW/um2.

The sum of internal, switching and leakage power is about 0.00035 W.

Flow run
In this run the tools logged warnings totalling 25. The count of maximum capacitance violations is 0.

Route
After the first detailed-routing iteration, the DRC count stood at 21. The detailed router placed 476 vias in this run. After detailed routing, the average wire length per cell comes to 8.06 um. The detailed-routing iteration count for the pre-antenna-repair pass is 4. After detailed routing, the number of vias per cell comes to 3.17. The tally of nets with antenna violations remaining after routing is 0.

The count of unresolved DRC violations after routing is 0. The number of diodes added for antenna fixing is 0. The sum of routed wire length over all layers is 1210 um.

Worst hold path
In this run the worst hold path is classified as flop to flop.

CTS
The buffer type at the clock tree root is sky130_fd_sc_hd__clkbuf_8. Once the clock tree was built, the resizer swapped 0 gates to a different size. The CTS H-tree depth is 1. The clock input transition at the sequential cells of the worst setup and hold paths is 0.06 ns.

The worst-case clock buffer depth is 2. The clock insertion delay at the later pin of the skew report is roughly 0.24 ns. The number of setup buffers added after CTS is 0. The number of buffers created by CTS is 3. TritonCTS built the clock tree. The number of hold buffers added after CTS was 0.
-- Yosys cell counts, drive strengths merged --
cell type  count
dfrtp         16
nor2           8
xor2           7
inv            5
xnor2          5
dfxtp          4
nor2b          4
nor4           4
o21ai          4
nor3           2
or3            2
a21oi          1
buf            1
ha             1
nand2          1
nand2b         1
o21a           1
o31a           1
or4            1
-- worst reg2reg max path, delay by kind of cell (launching register included) --
kind                      cells  cell delay, ns
xor gates and xnor gates      1            0.17
and+or+nand+nor               1            0.37
DFF                           1            0.41
AOI/OAI and AO/OA             2            0.59
-- per-layer routing --
metal,vias up,track usage (%),wire length [um]
li1,248,-,-
met1,218,3.70,622
met2,10,3.89,465
met3,0,1.72,120
met4,0,0.225,0
met5,-,0,0
-- where the power goes --
part           switching (W)   total (W)  internal (W)
clock network      0.0000592    0.000142     0.0000832
logic             0.00000477  0.00000737    0.00000260
registers                  0    0.000203      0.000203
total              0.0000639    0.000352      0.000288
-- cells by family (layout without fill, tap and decap cells) --
family | count (synthesis) | count (layout) | share of synthesized area [%]
AND-OR/OR-AND | 7 | 7 | 5.18
XOR/XNOR | 12 | 12 | 13.2
adder cells (fa/ha/maj) | 1 | 1 | 1.57
buffers and inverters | 6 | 15 | 2.98
flip-flops | 20 | 20 | 60.3
AND/OR/NAND/NOR | 23 | 23 | 16.8
-- stage by stage --
stage / instance area [um2] / utilization, %
2_1_floorplan: 797 / -
3_3_place_gp: 952 / 16.9
3_5_place_dp: 952 / 16.9
4_1_cts: 993 / 17.6
5_1_grt: 993 / 17.6
6_report: 993 / 17.6
-- area by class of cell --
class                      instances  area, um2
inverter                           5       18.8
timing repair buffer               7       70.1
fill                             606       4650
clock buffer                       3       41.3
tap                               72       90.1
sequential                        20        480
multi-input combinational         43        293
-- worst paths after layout --
check / start / end / slack (ns) / cells after the start
setup / recovery: baud_gen.accumulator[15] / sample_tick / 1.40 / 1
setup reg to reg: baud_gen.accumulator[2] / baud_gen.accumulator[13] / 1.59 / 4
max in group asynchronous: reset / baud_gen.accumulator[4] / 1.94 / 2
hold / removal: baud_gen.accumulator[8] / baud_gen.accumulator[8] / 0.47 / 1
hold reg to reg: baud_gen.accumulator[8] / baud_gen.accumulator[8] / 0.47 / 1
min in group asynchronous: reset / baud_gen.accumulator[11] / 0.88 / 2
No activity file was given, so power comes from the tool's default toggle rates.
